`run.sh`:
```
#!/bin/bash
# OpenROAD 26Q1-2900-gdf79404cd8, Yosys 0.63+post, stock flow scripts
make -C /OpenROAD-flow-scripts/flow DESIGN_CONFIG=/design/flow/config.mk WORK_HOME=/design/flow/orfs finish
```
`config.mk`:
```
export PLATFORM = sky130hd
export DESIGN_NAME = ascii_to_binary_converter
export DESIGN_NICKNAME = ascii_to_binary_converter
export VERILOG_FILES = /design/flow/design.v
export SDC_FILE = /design/flow/constraint.sdc
export NUM_CORES = 4
export LEC_CHECK = 1
export CORE_UTILIZATION = 30
```
`constraint.sdc`:
```
current_design ascii_to_binary_converter

set clk_period 11.6
set clk_io_pct 0.2

create_clock -name clk0 -period $clk_period [get_ports {clk}]

set non_clock_inputs [all_inputs -no_clocks]
set_input_delay [expr $clk_period * $clk_io_pct] -clock clk0 $non_clock_inputs
set_output_delay [expr $clk_period * $clk_io_pct] -clock clk0 [all_outputs]
```
`design.v`:
```
`timescale 1ns / 1ps
module ascii_to_binary_converter #( parameter DIGITS_LENGTH = 8)
    (
    input  logic                             clk,
    input  logic                             rst_n,
    input  logic                   [(8-1):0] ascii_char_in,
    output logic     [(DIGITS_LENGTH*4-1):0] binary_data_out,
    input  logic                             valid_in,  
    output logic                             busy_out
    );
    typedef enum logic [1:0] {
        IDLE,
        DATAACCUM,  
        BCD2BINARY
    } state_t;
    logic  [(DIGITS_LENGTH*4-1):0] binary_data_reg;
    logic  [(DIGITS_LENGTH*4-1):0] bcd_data_reg;
    logic                    [3:0] ascii2bcd_nibble;
    logic  [(DIGITS_LENGTH*4-1):0] ascii2bcd_data;
    state_t     state_q;       
    state_t     state_next;    
    always_ff @(posedge clk or negedge rst_n) begin
        if(!rst_n) begin
            state_q <= IDLE;
        end else begin
            state_q <= state_next;
        end
    end
    always_comb begin
        state_next = state_q; 
        case(state_q)
            IDLE: begin
                if(valid_in) begin
                    state_next = DATAACCUM;
                end else begin
                    state_next = IDLE;
                end
            end
            DATAACCUM: begin
                if(valid_in) begin
                    state_next = DATAACCUM;
                end 
                else begin
                    state_next = BCD2BINARY;
                end
            end
            BCD2BINARY : begin
                   state_next = IDLE;
            end
        endcase
    end   
   assign ascii2bcd_data = ascii_char_in - 8'd48;
   always_ff @(posedge clk or negedge rst_n) begin
    if(!rst_n) begin
        ascii2bcd_nibble <= '0;    
    end else begin
        ascii2bcd_nibble <= ascii2bcd_data;
    end   
   end  
   always_ff @(posedge clk or negedge rst_n) begin
    if(!rst_n) begin
        bcd_data_reg <= '0;    
    end else if(state_q == DATAACCUM) begin
        bcd_data_reg <= { bcd_data_reg[(DIGITS_LENGTH*4-1):0], ascii2bcd_nibble};
    end 
    else begin
         bcd_data_reg <= bcd_data_reg;
    end  
   end
   bcd_to_bin #(.BCD_DIGIT (DIGITS_LENGTH)) inst_bcd_binary_conv(
    .clk(clk),
    .bcd_in(bcd_data_reg),
    .binary_out(binary_data_out)
   );
   assign busy_out = (state_q == DATAACCUM) || (state_q == BCD2BINARY);
endmodule
`timescale 1ns / 1ps
module bcd_to_bin #(parameter BCD_DIGIT = 8) (
  input  logic                     clk,
  input  logic [(BCD_DIGIT*4)-1:0] bcd_in,
  output logic [(BCD_DIGIT*4)-1:0] binary_out
);
  logic [31:0] ones             ;  
  logic [31:0] tens             ;  
  logic [31:0] hundreds         ;  
  logic [31:0] thousands        ;  
  logic [31:0] ten_thousands    ;  
  logic [31:0] hundred_thousands;  
  logic [31:0] millions         ;  
  logic [31:0] ten_millions     ;  
  generate
    always_ff @(posedge clk) begin
        if (BCD_DIGIT == 2) begin  
            binary_out <= tens + ones ;
        end
        else if (BCD_DIGIT == 3) begin  
            binary_out <= hundreds + tens + ones ;
        end
        else if (BCD_DIGIT == 4) begin  
            binary_out <= thousands + hundreds + tens + ones ;
        end
        else if (BCD_DIGIT == 5) begin  
            binary_out <= ten_thousands + thousands + hundreds + tens + ones ;
        end
        else if (BCD_DIGIT == 6) begin  
            binary_out <= hundred_thousands + ten_thousands + thousands + hundreds + tens + ones ;
        end
        else if (BCD_DIGIT == 7) begin  
            binary_out <= millions + hundred_thousands + ten_thousands + thousands + hundreds + tens + ones ;
        end
        else if (BCD_DIGIT == 8) begin  
            binary_out <= ten_millions + millions + hundred_thousands + ten_thousands + thousands + hundreds + tens + ones ;
        end
        else begin  
            binary_out  <= ones;
        end
    end
  endgenerate
  assign ones = bcd_in[3:0];
  generate
    if (BCD_DIGIT > 1) begin
      always_comb begin
        case (bcd_in[7:4])
          4'b0000 : tens = 32'd0;
          4'b0001 : tens = 32'd10;
          4'b0010 : tens = 32'd20;
          4'b0011 : tens = 32'd30;
          4'b0100 : tens = 32'd40;
          4'b0101 : tens = 32'd50;
          4'b0110 : tens = 32'd60;
          4'b0111 : tens = 32'd70;
          4'b1000 : tens = 32'd80;
          4'b1001 : tens = 32'd90;
          default : tens = 32'd0;
        endcase
      end
    end
    else begin
      assign tens = 32'd0;
    end
  endgenerate
  generate
    if (BCD_DIGIT > 2) begin
      always_comb begin
        case (bcd_in[11:8])
          4'b0000 : hundreds = 32'd0;
          4'b0001 : hundreds = 32'd100;
          4'b0010 : hundreds = 32'd200;
          4'b0011 : hundreds = 32'd300;
          4'b0100 : hundreds = 32'd400;
          4'b0101 : hundreds = 32'd500;
          4'b0110 : hundreds = 32'd600;
          4'b0111 : hundreds = 32'd700;
          4'b1000 : hundreds = 32'd800;
          4'b1001 : hundreds = 32'd900;
          default : hundreds = 32'd0;
        endcase
      end
    end
    else begin
      assign hundreds = 32'd0;
    end
  endgenerate
  generate
    if (BCD_DIGIT > 3) begin
      always_comb begin
        case (bcd_in[15:12])
          4'b0000 : thousands = 32'd0;
          4'b0001 : thousands = 32'd1000;
          4'b0010 : thousands = 32'd2000;
          4'b0011 : thousands = 32'd3000;
          4'b0100 : thousands = 32'd4000;
          4'b0101 : thousands = 32'd5000;
          4'b0110 : thousands = 32'd6000;
          4'b0111 : thousands = 32'd7000;
          4'b1000 : thousands = 32'd8000;
          4'b1001 : thousands = 32'd9000;
          default : thousands = 32'd0;
        endcase
      end
    end
    else begin
      assign thousands = 32'd0;
    end
  endgenerate
  generate
    if (BCD_DIGIT > 4) begin
      always_comb begin
        case (bcd_in[19:16])
          4'b0000 : ten_thousands = 32'd0;
          4'b0001 : ten_thousands = 32'd10000;
          4'b0010 : ten_thousands = 32'd20000;
          4'b0011 : ten_thousands = 32'd30000;
          4'b0100 : ten_thousands = 32'd40000;
          4'b0101 : ten_thousands = 32'd50000;
          4'b0110 : ten_thousands = 32'd60000;
          4'b0111 : ten_thousands = 32'd70000;
          4'b1000 : ten_thousands = 32'd80000;
          4'b1001 : ten_thousands = 32'd90000;
          default : ten_thousands = 32'd0;
        endcase
      end
    end
    else begin
      assign ten_thousands = 32'd0;
    end
  endgenerate
  generate
    if (BCD_DIGIT > 5) begin
      always_comb begin
        case (bcd_in[23:20])
          4'b0000 : hundred_thousands = 32'd0;
          4'b0001 : hundred_thousands = 32'd1000_00;
          4'b0010 : hundred_thousands = 32'd2000_00;
          4'b0011 : hundred_thousands = 32'd3000_00;
          4'b0100 : hundred_thousands = 32'd4000_00;
          4'b0101 : hundred_thousands = 32'd5000_00;
          4'b0110 : hundred_thousands = 32'd6000_00;
          4'b0111 : hundred_thousands = 32'd7000_00;
          4'b1000 : hundred_thousands = 32'd8000_00;
          4'b1001 : hundred_thousands = 32'd9000_00;
          default : hundred_thousands = 32'd0;
        endcase
      end
    end
    else begin
      assign hundred_thousands = 32'd0;
    end
  endgenerate
  generate
    if (BCD_DIGIT > 6) begin
      always_comb begin
        case (bcd_in[27:24])
          4'b0000 : millions = 32'd0;
          4'b0001 : millions = 32'd1000_000;
          4'b0010 : millions = 32'd2000_000;
          4'b0011 : millions = 32'd3000_000;
          4'b0100 : millions = 32'd4000_000;
          4'b0101 : millions = 32'd5000_000;
          4'b0110 : millions = 32'd6000_000;
          4'b0111 : millions = 32'd7000_000;
          4'b1000 : millions = 32'd8000_000;
          4'b1001 : millions = 32'd9000_000;
          default : millions = 32'd0;
        endcase
      end
    end
    else begin
      assign millions = 32'd0;
    end
  endgenerate
  generate
    if (BCD_DIGIT > 7) begin
      always_comb begin
        case (bcd_in[31:28])
          4'b0000 : ten_millions = 32'd0;
          4'b0001 : ten_millions = 32'd1000_0000;
          4'b0010 : ten_millions = 32'd2000_0000;
          4'b0011 : ten_millions = 32'd3000_0000;
          4'b0100 : ten_millions = 32'd4000_0000;
          4'b0101 : ten_millions = 32'd5000_0000;
          4'b0110 : ten_millions = 32'd6000_0000;
          4'b0111 : ten_millions = 32'd7000_0000;
          4'b1000 : ten_millions = 32'd8000_0000;
          4'b1001 : ten_millions = 32'd9000_0000;
          default : ten_millions = 32'd0;
        endcase
      end
    end
    else begin
      assign ten_millions = 32'd0;
    end
  endgenerate
endmodule
```
==> results.toml <==
# yosys + openroad results
[sta]
finalSetupTns_ns = 0
drv_slew = 0
period_needed_ns = 5.04
clock.fmax_mhz = 199
worst_pin_slew_ns = 0.619
fin_skew_ns = 0.00818
rsz0062_at_grt = "false"
slew_headroom_pct = 58.7
fin_ws_ns = 6.56
finalCritPeriodShare_pct = 43.4
hold_viol = 0
setup_viol = 0

[detailed_routing]
routedWlPerCell_um = 12.3
top_layer = "met4"
via_per_inst = 4.60
wl_met3_um = 308
drc = 0
drt_pass1_iterations = 4
first_iter_violations = 135
num_antenna_cells = 0
ant_nets = 0
via_count = 4419
dr_wl_met2_um = 5100
wirelength_um = 11800
wl_met1_um = 6170

[synthesis]
yosys-stat-cells = 668
synthMostInstantiatedCell = "ha_1"
top_cell_area_share_pct = 18.9
top_cells_by_count = "92 x ha_1, 73 x inv_1, 63 x nand2_1, 52 x o21ai_0, 51 x a21oi_1"
ys_warn_count = 2
ys_dominant_reg_cell = "dfrtp_1"
ys_seq_share_pct = 25.3
synthDistinctLibCells = 56
syn-mean-instance-area_um2 = 9.10
synthesis.area_um2 = 6080
ys_ff = 67
postSynthCellCount = 668
synthTopCellsByArea = "ha_1 19%, dfrtp_1 16%, fa_1 14%"
top_area_cell = "ha_1"
edf_count = 0
ys_area_um2 = 6080
synthArstFlopShare_pct = 58.2

[setup_path]
cp-start-kind = "flip-flop"
cp-end-kind = "flip-flop"
cp_slowest_stage_delay_ns = 0.53
slowest_stage = "dfrtp_1"
crit_type = "flip-flop to flip-flop"
path_delay_family = "adder cells"
cp.buffers_inverters = 4
path_depth = 18
r2r_slack_ns = 6.56
cp.required_ns = 11.84
r2r-start = "bcd_data_reg[21]"
cp_cell_sequence = "inv_1, ha_1, nor2b_1, a21oi_1, o21a_1, fa_1, inv_1, fa_1, inv_1, fa_1, inv_1, ha_1, a21oi_1, o21ai_1, a221o_2, a21oi_2, o21ai_1, a21o_1"
crit_top_cell = "inv_1"
reg2regPathDepth = 18
cp_max_fo = 10
critPathArrivalTime_ns = 5.27
worstReg2RegEnd = "inst_bcd_binary_conv.binary_out[27]"

[clocking]
clk_path_buf_depth = 2
cts_hold_buf = 0
cts_resized = 0
cts_made_buffers = 9
htree_levels = 3
cts_sinks = 67
cts_tree = "done"
post_cts.repair.setup_buffers = 0
root_buffer = "clkbuf_16"
clk_latency_ns = 0.34
path_clk_slew_ns = 0.06

[placed_design]
dp_slack_ns = 6.55
place_congestion = 0.868
hpwl_um = 9390
dpl_cell_area_um2 = 6660
portBuffers = 35
dp_cells = 944

[floorplanning]
fp-utilization_pct = 30.9
io_pins = 44
die_area_um2 = 20800
die.size.y_um = 144
num_rows = 51
core_um2 = 19700
die_w_um = 144

[final_layout]
area_growth_pct = 14.6
drive_gt1_share_pct = 6.62
design_area_um2 = 6970
finalNonFillerCells = 960
nFillCells = 2052
largest_reg_flops = 32

[grt]
grt_usage_pct = 12.1
antenna_found_initial = 0
grt_pass1_wl_um = 19600
grt_max_degree = 53
grt_pass1_vias = 3988
grt_overflow = 0

[hold_path]
min_path_type = "flip-flop to flip-flop"
min_to = "inst_bcd_binary_conv.binary_out[0]"
hold_start = "bcd_data_reg[0]"
min_path_cells = 0

[run]
drv_cap = 0
warning_count = 57

[outcome]
status = "finished, final reports clean"
[metrics by stage]
step | util (%) | hold WS [ns]
6_report | 35.5 | 0.408
3_5_place_dp | 33.9 | 0.390
5_1_grt | 35.5 | 0.421
2_1_floorplan | - | 0.364
4_1_cts | 35.5 | 0.411
3_3_place_gp | 33.9 | 0.388
[layout by cell type, fill, tap and decap left out, types with 3 or more instances in the layout]
cell / synthesis / final
ha_1: 92 / 92
inv_1: 73 / 73
nand2_1: 63 / 63
o21ai_0: 52 / 52
a21oi_1: 51 / 51
fa_1: 44 / 44
nor2_1: 42 / 42
dfrtp_1: 38 / 38
clkdlybuf4s50_1: 0 / 34
dfxtp_1: 28 / 28
nor2b_1: 16 / 16
xnor2_1: 14 / 14
mux2_2: 14 / 14
nand2b_1: 12 / 12
mux2i_1: 9 / 9
o22ai_1: 9 / 9
clkbuf_16: 0 / 9
xor2_1: 8 / 8
nand3_1: 7 / 7
o21a_1: 6 / 6
a21o_1: 6 / 6
a31oi_1: 4 / 4
nor3_1: 4 / 4
conb_1: 1 / 4
and2_1: 3 / 3
nand3b_1: 3 / 3
a211o_1: 3 / 3
o21ai_1: 3 / 3
[kinds of logic (layout without fill, tap and decap cells)]
family	count (synthesis)	after routing	synth area share [%]
compound gates	153	153	14.9
xor+xnor	22	22	3.17
fa+ha+maj	136	136	33.4
buf+inv	102	126	6.54
flops	67	67	25.3
mux	23	23	4.07
other cells	1	4	0.0617
simple gates	164	164	12.5
[metal layers]
metal,GRT usage (%),vias up
li1,-,2284
met1,18.9,2064
met2,18.2,54
met3,1.55,17
met4,2.27,0
met5,0,-
[how the worst max path moves through the flow]
stage | startpoint | to | slack, ns
after CTS | bcd_data_reg[29] | inst_bcd_binary_conv.binary_out[27] | 6.54
final | bcd_data_reg[21] | inst_bcd_binary_conv.binary_out[27] | 6.56
after global routing | bcd_data_reg[29] | inst_bcd_binary_conv.binary_out[26] | 6.16
[layout make-up]
type	count	area, um^2	area share [%]
clock inverter	7	83.8	1.20
sequential	67	1540	22.1
tap	265	332	4.76
inverter	73	274	3.93
clock buffer	9	225	3.23
timing repair buffer	37	360	5.17
multi-input combinational	502	4160	59.6
